--- flow/run.sh ---
#!/bin/bash
# OpenROAD 26Q1-2900-gdf79404cd8, Yosys 0.63+post, stock flow scripts
make -C /OpenROAD-flow-scripts/flow DESIGN_CONFIG=/design/flow/config.mk WORK_HOME=/design/flow/orfs finish
--- flow/config.mk ---
export PLATFORM = sky130hd
export DESIGN_NAME = MCP42000_Driver
export DESIGN_NICKNAME = MCP42000_Driver
export VERILOG_FILES = /design/flow/design.v
export SDC_FILE = /design/flow/constraint.sdc
export NUM_CORES = 4
export LEC_CHECK = 1
export CORE_AREA = 10 10 111 111
export DIE_AREA = 0 0 121 121
--- flow/constraint.sdc ---
current_design MCP42000_Driver

set clk_period 4.8
set clk_io_pct 0.2

create_clock -name clk0 -period $clk_period [get_ports {clk}]

set non_clock_inputs [all_inputs -no_clocks]
set_input_delay [expr $clk_period * $clk_io_pct] -clock clk0 $non_clock_inputs
set_output_delay [expr $clk_period * $clk_io_pct] -clock clk0 [all_outputs]
--- flow/design.v ---
`default_nettype none
interface AXI4_Stream
  #(WIDTH_BYTES = 4);
    logic ARESETN;
    logic TVALID;
    logic TREADY;
    logic [(8*WIDTH_BYTES-1):0] TDATA;
    logic TLAST;
endinterface
`timescale 1ns / 1ps
module MCP42000_Driver
  #(parameter SPI_CLK_DOUBLE_DIV = 1000,  
    parameter SCK_OFFSET = 100)           
   (input  logic clk, reset_n,           
    input  logic wiper_sel,
    input  logic [7:0] val,
    input  logic valid,                   
    output logic ready,                   
    output logic cs, mosi, sck);
	integer clk_div;
    integer sck_offset_cntr;
    logic sck_delayed_pulse;
    logic sck_offset_cntr_en;
	always_ff @(posedge clk)
	begin
        if (reset_n == 1'b0) begin
            sck_offset_cntr_en <= 1'b0;
            clk_div <= 32'h0;
            sck     <= 1'b0;
        end else if (clk_div == SPI_CLK_DOUBLE_DIV - 1) begin
            if (sck == 1'b0)  
                sck_offset_cntr_en <= 1'b1;
            clk_div  <= 32'h0;
            sck      <= ~sck;
        end else
            clk_div <= clk_div + 1;
	end
    always_ff @(posedge clk)
    begin
        if (reset_n == 1'b0) begin
            sck_delayed_pulse     <= 1'b0;
            sck_offset_cntr <= 32'h0;
        end else if (sck_offset_cntr == SCK_OFFSET - 1) begin
            sck_delayed_pulse   <= 1'b1;
            sck_offset_cntr     <= 32'h0;
            sck_offset_cntr_en  <= 1'b0;
        end else if (sck_offset_cntr_en == 1'b1) begin
            sck_offset_cntr     <= sck_offset_cntr + 32'h1;
            sck_delayed_pulse   <= 1'b0;
        end else begin
            sck_delayed_pulse <= 1'b0;
        end
    end
	logic shift_cntr_clr,
         shift_en,
         wiper_ld;
	integer shift_cntr;
    logic [15:0] data_reg;
    always_ff @(posedge clk)
    begin
        if (reset_n == 1'b0) begin
            data_reg[15:8] <= 8'b00010000;
            data_reg[7:0]  <= 8'b0;
        end else begin
            if (ready & valid) begin
                case (wiper_sel)
                    1'b0: begin
                        data_reg[9:8] <= 2'b01;
                        data_reg[7:0] <= val;
                    end
                    1'b1: begin
                        data_reg[9:8] <= 2'b10;
                        data_reg[7:0] <= val;
                    end
                endcase
            end
        end
    end
    logic data_ready_ff;
    always_ff @(posedge clk)
        if (~reset_n) 
            data_ready_ff <= 1'b0;
        else if (ready & valid)
            data_ready_ff <= 1'b1;
        else if (data_ready_ff & ~cs)
            data_ready_ff <= 1'b0;
	always_ff @(posedge clk)
	begin
        if (reset_n == 1'b0 || shift_cntr_clr) begin
            shift_cntr <= 32'h0;
        end if (shift_en) begin
            data_reg <= data_reg << 1;
            shift_cntr <= shift_cntr + 1;
        end
	end
	assign mosi = data_reg[15];
    logic shift_done;
    assign shift_done = shift_cntr >= 15 ? 1'b1 : 1'b0;
    enum logic [1:0] {IDLE, SCK_WAIT, TXN0} state, nextState;
    always_ff @(posedge clk) begin
        if (reset_n == 1'b0)
            state <= IDLE;
        else
            state <= nextState;
    end
    always_comb begin
        nextState = state;
        cs = 1; 
        shift_cntr_clr = 0;
        shift_en = 0;
        ready = 0;
        case (state)
            IDLE: begin
                if (data_ready_ff) begin
                    nextState = SCK_WAIT;
                    ready = 0;
                end else begin
                    ready = 1;
                end
            end
            SCK_WAIT: begin
                if (sck_delayed_pulse) begin
                    nextState = TXN0;
                    cs = 0;
                    shift_cntr_clr = 1;
                end else begin
                    ready = 0;
                end
            end
            TXN0: begin
                if (sck_delayed_pulse && shift_done) begin
                    nextState = IDLE;
                end else if (sck_delayed_pulse & ~shift_done) begin
                    shift_en = 1'b1;
                    cs = 1'b0;
                end else begin
                    cs = 1'b0;
                end
            end
        endcase
    end
endmodule
==> flow_metrics.env <==
# implementation run metrics
export IMPL_comb_area_um2=890.9
export IMPL_syn2layout_area_growth_pct=16.77
export IMPL_gp_congestion=0.7888
export IMPL_htreeDepth=2
export IMPL_netlist_area_mm2=0.001672
export IMPL_wire_per_inst_um=9.808
export IMPL_place_area_mm2=0.001862
export IMPL_ctsLongestPathBuffers=2
export IMPL_cts_reportedPaths_clkPinSlew_ns=0.07
export IMPL_finalCriticalPeriod_ns=2.320
export IMPL_place_ws_ns=2.478
export IMPL_worstSetupEndpointType="flop"
export IMPL_design_area_mm2=0.001952
export IMPL_synth_chip_area_mm2=0.001672
export IMPL_vias_per_cell=4.162
export IMPL_warnings=34
export IMPL_grt_max_degree=33
export IMPL_cts_resized=0
export IMPL_pwr_share_seq_pct=56.2
export IMPL_die_h_um=121
export IMPL_cts_tree="done"
export IMPL_ant_nets=0
export IMPL_edf_count=0
export IMPL_core_mm2=0.009864
export IMPL_slew_violations=0
export IMPL_maxCapViolCount=0
export IMPL_top_cell="dfxtp_1"
export IMPL_cp_arrival_ns=2.54
export IMPL_required_ns=5.02
export IMPL_cts_buffers=5
export IMPL_tightest_slew_ns=0.5672
export IMPL_critPathKind="flop to flop"
export IMPL_hold_violations=0
export IMPL_grt_pass1_wl_um=5464
export IMPL_fill_cells=1072
export IMPL_fp_dieW_um=121
export IMPL_rows=36
export IMPL_ys_seq_share_pct=43.11
export IMPL_synth_seq_cells=36
export IMPL_yosysTopAreaCellShare_pct=43.11
export IMPL_drt_iter0_drc=120
export IMPL_clock_sinks=36
export IMPL_grt_pass1_vias=1161
export IMPL_yosys_cells=203
export IMPL_rsz0062_at_grt="false"
export IMPL_powerDensity_mw_per_mm2=277.7
export IMPL_timing_final_ws_setup_ns=2.480
export IMPL_track_usage_pct=4.305
export IMPL_pwr_share_clk_pct=40.7
export IMPL_relSlewSlack_pct=61.84
export IMPL_power_switching_mw=0.1145
export IMPL_antenna_found_initial=0
export IMPL_hp_class="flop to flop"
export IMPL_setup_violations=0
export IMPL_combPwrFrac_pct=3.2
export IMPL_peakVddDrop_mv=0.08976
export IMPL_crit_path_max_fanout=17
export IMPL_yosys_area_top_type="dfxtp_1"
export IMPL_synth_async_reset_ratio_pct=0
export IMPL_dieArea_mm2=0.01464
export IMPL_grt_overflow=0
export IMPL_wl_um=3325
export IMPL_final_util_pct=19.79
export IMPL_tns_ns=0
export IMPL_ys_top_cells_by_area="dfxtp_1, a21oi_1, or4_1"
export IMPL_postCtsSetupBuffers=0
export IMPL_synth_avg_cell_area_um2=8.234
export IMPL_regArea_um2=720.7
export IMPL_synthCells=203
export IMPL_clock_skew_ns=0.003560
export IMPL_outcome="complete, no violations"
export IMPL_fin_crit_sh_pct=48.33
export IMPL_top_cells_by_count="dfxtp_1, a21oi_1, nor2_1"
export IMPL_totalPowerFinal_mw=0.5420
export IMPL_start_kind="flop"
export IMPL_leakagePower_nw=0.5440
export IMPL_dr_pass1_iters=4
export IMPL_swShare_pct=21.12
export IMPL_place_hpwl_um=2193
export IMPL_flop_cell="dfxtp_1"
export IMPL_p_int_mw=0.4275
export IMPL_drc_errors=0
export IMPL_n_antenna_cell=0
export IMPL_vias=1411
export IMPL_port_buffers=5
export IMPL_clock_latency_ns=0.28
export IMPL_cts_root_buf="clkbuf_8"
export IMPL_initial_core_util_pct=16.95
export IMPL_cts_hold_buf=0
export IMPL_fmax_mhz=431.1
export IMPL_drive_gt1_share_pct=5.825
export IMPL_ios=16
export IMPL_ys_warn_count=20
export IMPL_synth_cell_types=30
layout make-up:
type / instances / area share (%)
multi-input cells: 149 / 45.64
flip-flops and latches: 36 / 36.92
well taps: 133 / 8.526
clock buffers: 8 / 4.615
repair buffers: 6 / 2.949
inverters: 7 / 1.346
final timing paths:
check	start	end	slack [ns]	depth (start not counted)
worst max-delay path	clk_div[0]$_SDFF_PP0_	clk_div[24]$_SDFF_PP0_	2.48	5
worst min register to register	clk_div[0]$_SDFF_PP0_	clk_div[0]$_SDFF_PP0_	0.45	1
worst min-delay path	clk_div[0]$_SDFF_PP0_	clk_div[0]$_SDFF_PP0_	0.45	1
worst max register to register	clk_div[0]$_SDFF_PP0_	clk_div[24]$_SDFF_PP0_	2.48	5
critical path, cell delays in order (launching register included):
cell and delay (ns):
dfxtp_1 0.36, ha_1 0.21, nand4_1 0.22, or4_1 0.73, or4_1 0.59, a21oi_1 0.14
cells by family (layout without fill, tap and decap cells):
logic type | count (synthesis) | count (layout) | synth area share [%]
and+or+nand+nor | 93 | 93 | 31.29
AOI/OAI and AO/OA | 44 | 44 | 14.97
DFF | 36 | 36 | 43.11
buffers and inverters | 18 | 21 | 4.417
xor gates and xnor gates | 10 | 10 | 5.240
adders and majority gates | 1 | 1 | 0.7484
other | 1 | 1 | 0.2243
stage by stage:
| step | std cells | hold WS, ns |
|---|---|---|
| 2_1_floorplan | 203 | 0.4160 |
| 5_1_grt | 339 | 0.4810 |
| 3_3_place_gp | 331 | 0.4300 |
| 4_1_cts | 339 | 0.4561 |
| 3_5_place_dp | 331 | 0.4406 |
| 6_report | 339 | 0.4535 |
routing by layer:
metal  GRT usage, %  share of wire (%)  wire (um)  up-vias
li1               -                  -          -      745
met1          6.496                 54       1793      650
met2          6.190                 41       1379       12
met3         0.6613                1.8         61        4
met4          1.207                2.7         90        0
met5              0                  0          0        -
state kept, by name, indices dropped and copies added (netlist names):
signal,cells
data_ready_ff,1
clk_div,32
sck,1
state,2
cell usage in the layout (no fill, tap or decap), types with 2 or more instances in the layout:
master and count:
a21oi_1 22, and2_1 2, and3_1 3, and4_1 3
clkbuf_1 2, clkbuf_8 6, clkdlybuf4s50_1 5, dfxtp_1 36
inv_1 7, nand2_1 13, nand3_1 11, nand3b_1 3
nand4_1 6, nor2_1 16, nor3_1 3, nor4_1 8
o21ai_0 11, o31ai_1 9, or2_2 2, or3_1 8
or4_1 11, xnor2_1 8, xor2_1 2
power groups by stage:
stage                 Sequential (mW)  Combinational, mW  Clock [mW]
after CTS                       0.304             0.0176       0.226
after global routing            0.305             0.0188       0.239
final                           0.304             0.0172       0.220
Power and IR drop assume default switching activity.
