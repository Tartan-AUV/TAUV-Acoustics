==> run.sh <==
#!/bin/bash
# OpenROAD 26Q1-2900-gdf79404cd8, Yosys 0.63+post, stock flow scripts
make -C /OpenROAD-flow-scripts/flow DESIGN_CONFIG=/design/flow/config.mk WORK_HOME=/design/flow/orfs finish
==> config.mk <==
export PLATFORM = sky130hd
export DESIGN_NAME = LTC2315_Driver_Wrapper
export DESIGN_NICKNAME = LTC2315_Driver_Wrapper
export VERILOG_FILES = /design/flow/design.v
export SDC_FILE = /design/flow/constraint.sdc
export NUM_CORES = 4
export LEC_CHECK = 1
export CORE_AREA = 10 10 70 70
export DIE_AREA = 0 0 80 80
==> constraint.sdc <==
current_design LTC2315_Driver_Wrapper

set clk_period 1.2
set clk_io_pct 0.2

create_clock -name clk0 -period $clk_period [get_ports {clk}]

set non_clock_inputs [all_inputs -no_clocks]
set_input_delay [expr $clk_period * $clk_io_pct] -clock clk0 $non_clock_inputs
set_output_delay [expr $clk_period * $clk_io_pct] -clock clk0 [all_outputs]
==> design.v <==
`default_nettype none
interface AXI4_Stream
  #(WIDTH_BYTES = 4);
    logic ARESETN;
    logic TVALID;
    logic TREADY;
    logic [(8*WIDTH_BYTES-1):0] TDATA;
    logic TLAST;
endinterface
module LTC2315_Driver 
   (input  logic enable, reset_n, clk,
    output logic [11:0] data,
    output logic valid,
    input  logic miso,
    output logic sck, cs);
    assign sck = clk & enable & ~reset_n;
    logic [4:0] sck_cntr;
    always_ff @(posedge clk) begin
        if (~reset_n) 
            sck_cntr <= '0;
        else if (enable)
            if (sck_cntr == 5'd17)
                sck_cntr <= 0;
            else begin
                sck_cntr <= sck_cntr + 1;
            end
    end
    assign cs = sck_cntr < 4 | ~enable | ~reset_n;
    logic [13:0] data_padded;
    always_ff @(posedge clk) begin
        if (~reset_n)
            data_padded <= 14'b10000000000001;
        else if (~cs)
            data_padded <= (data_padded << 1) | miso;
    end
    logic cs_ff;
    always_ff @(posedge clk)
        if(~reset_n)
            cs_ff <= 1'b1;
        else begin
            cs_ff <= cs;
        end
    assign valid = ~cs_ff & cs & ~data[0] & ~data[13];
endmodule
module LTC2315_Driver_Wrapper
   (input wire enable, reset_n, clk,
    output wire [11:0] data,
    output wire valid,
    input  wire miso,
    output wire sck, cs);
    LTC2315_Driver driver(enable, reset_n, clk, data, valid, miso, sck, cs);
endmodule
==> impl_metrics.ini <==
; generated from flow reports
[outcome]
outcome = finished, violations left
violations = setup timing

[routing]
wirelength_um = 804
wire_per_inst_um = 7.88
routed_via_density = 2.67
route.detailed.drc = 0
routed-via-count = 272
antennaDiodeCount = 0
first_pass_iters = 4
drtIter0Drc = 4
final_antenna_net_count = 0

[final_timing]
grt_setup_unrepaired = yes
fin_crit_ns = 1.31
setup_viol = 2
max_freq_ghz = 0.765
clock_skew_ns = 0.00223
tns_ns = -0.116
finalHoldViolations = 0
drv_slew = 0
whs_ns = 0.425
worst_slack_ns = -0.107
final.period_utilization_pct = 109

[critical_path]
end_kind = primary output
crit_family = flip-flops
path_max_fanout = 2
path_cells = o311ai_2, buf_2
cpPeakStageDelay_ns = 0.32
r2r_cells = 5
worstPathArrival_ns = 1.07
cp.buffers_inverters = 1
r2r_setup_slack_ns = 0.04
crit_type = register to primary output
r2r_start = driver.sck_cntr[1]
critPathLaunchType = register
cp.required_ns = 0.96
critPathSlowestCell = dfxtp_2
r2r_end = driver.sck_cntr[0]

[floorplanning]
rows = 21
pin_count = 19
fp_util_pct = 11.0
dieArea_mm2 = 0.00640
fp.coreArea_mm2 = 0.00342
fp.dieH_um = 80
die_w_um = 80

[finish]
stdcell_count = 102
layout-drive-gt1-share_pct = 42.9
largest_reg_flops = 5
largest-register = driver.sck_cntr
largestRegisters = driver.sck_cntr x5
area_growth_pct = 37.7

[synth]
ys_cells = 40
yosys_area_um2 = 375
synthFlopType = dfxtp_1
synth_top_cell_by_count = buf_4
ys_ff = 5
yosys_warnings = 14
synth-edff-count = 0
synth.distinct_cells = 16
synth_area_um2 = 375
syn_inst = 40
top_area_cell = dfxtp_1
yosys-top-cells-area = dfxtp_1 (27%), buf_4 (26%), xor2_1 (7.0%)
syn_area_per_cell_um2 = 9.38
top_area_share_pct = 26.7
synthArstFlopShare_pct = 0
netlist_top_cells_count = buf_4 (13), dfxtp_1 (5), nor2_1 (5)
postSynthSeqShare_pct = 26.7

[hold_path]
holdPathStages = 3
hold_start = enable
hp-class = primary input to register
whs_endpoint = driver.sck_cntr[1]

[global_routing]
grt-busiest-layer = met1
track_usage_pct = 2.67
grt_max_degree = 6
grt_pass1_vias = 310
grtUsageMet2_pct = 2.81
gr-usage-met3_pct = 3.18
antenna_found_initial = 0
grt_use_met1_pct = 3.20
grt_overflow_total = 0
grt_pass1_wl_um = 1300

[pwr]
peakVddDrop_uv = 855
powerDensity_mw_per_mm2 = 1060
leakage_nw = 0.221
power_mw = 0.545

[place]
portBuffers = 4
post-place-ws_ns = -0.447
dp_cells = 95
gp_congestion = 0.720
dpl.hpwl_um = 645

[clocking]
clk_latency_ns = 0.35
cts_hold_buf = 0
cts_tree = yes
path_clk_slew_ns = 0.04

[run]
warnings = 31
drv_cap = 0
-- power by group --
group	internal (mW)	switching, mW	leakage [nW]	total [mW]
registers	0.176	0.00618	0.0421	0.182
clock network	0.213	0.0838	0.0366	0.297
logic	0.0337	0.0333	0.142	0.0671
-- layout make-up --
class	instances	area, µm²
clock buffers	7	46.3
fillers	395	2900
inverters	1	3.75
multi-input cells	32	223
flip-flops and latches	5	104
well taps	46	57.6
repair buffers	11	82.6
-- routing by layer --
metal	share of wire [%]	wire length, µm
met1	48	383
met2	39	310
met3	14	111
met4	0	0
met5	0	0
-- cell families after synthesis --
| group | after synthesis | share of synthesized area (%) |
|---|---|---|
| buffers and inverters | 15 | 30.0 |
| AND/OR/NAND/NOR | 10 | 16.3 |
| flip-flops | 5 | 26.7 |
| XOR/XNOR | 4 | 9.34 |
| AND-OR/OR-AND | 3 | 10.0 |
| adder cells (fa/ha/maj) | 2 | 6.67 |
| other | 1 | 0.999 |
-- cells in the final DEF, fill, tap and decap left out --
cell / instances
inv_2: 1
buf_4: 9
dfxtp_1: 2
and3b_1: 1
o311ai_2: 1
nand2_1: 1
o31ai_4: 1
dfxtp_2: 3
dlygate4sd2_1: 2
conb_1: 13
nor2_1: 5
clkbuf_1: 1
nand4_1: 2
buf_2: 2
a211oi_2: 1
xor2_1: 3
ha_1: 1
ha_2: 1
nand3_4: 1
xnor2_1: 1
clkbuf_4: 4
-- worst reg2reg max path, delay by kind of cell (launching register included) --
kind | cells | cell delay (ns)
AOI/OAI and AO/OA | 1 | 0.33
adders and majority gates | 1 | 0.17
buffers and inverters | 1 | 0.05
DFF | 1 | 0.33
and+or+nand+nor | 2 | 0.16
-- timing repair --
| item | 4_1_cts | 5_1_grt |
|---|---|---|
| pin swaps | 1 | 7 |
| setup buffers | 0 | 1 |
| resized | 11 | 6 |
| endpoints found under the hold margin | 0 | 0 |
| endpoints found under the setup margin | 4 | 3 |
-- through the flow --
step	instance area, µm²	util, %
after global routing	517	15.1
final	517	15.1
after CTS	499	14.6
after detailed placement	462	13.5
after global placement	462	13.5
after floorplan	420	-
-- worst max-delay path by stage --
stage,startpoint,endpoint,slack (ns),cells after the start
final,driver.sck_cntr[2],cs,-0.11,2
after global routing,driver.sck_cntr[2],cs,-0.16,2
after CTS,driver.sck_cntr[4],cs,-0.12,2
Power figures rest on the tool's default switching activity, not on a simulated workload.
