$ cat flow/config.mk
export PLATFORM = sky130hd
export DESIGN_NAME = LTC6912_Driver_Wrapper
export DESIGN_NICKNAME = LTC6912_Driver_Wrapper
export VERILOG_FILES = /design/flow/design.v
export SDC_FILE = /design/flow/constraint.sdc
export NUM_CORES = 4
export LEC_CHECK = 1
export CORE_UTILIZATION = 50
$ cat flow/constraint.sdc
current_design LTC6912_Driver_Wrapper

set clk_period 3.9
set clk_io_pct 0.2

create_clock -name clk0 -period $clk_period [get_ports {clk}]

set non_clock_inputs [all_inputs -no_clocks]
set_input_delay [expr $clk_period * $clk_io_pct] -clock clk0 $non_clock_inputs
set_output_delay [expr $clk_period * $clk_io_pct] -clock clk0 [all_outputs]
$ cat flow/design.v
`default_nettype none
interface AXI4_Stream
  #(WIDTH_BYTES = 4);
    logic ARESETN;
    logic TVALID;
    logic TREADY;
    logic [(8*WIDTH_BYTES-1):0] TDATA;
    logic TLAST;
endinterface
`timescale 1ns / 1ps
module LTC6912_Driver
  #(parameter SPI_CLK_DOUBLE_DIV = 1000,  
    parameter SCK_OFFSET = 100)           
   (input  logic clk, reset_n,
    input  logic [7:0] val,
    input  logic valid,                   
    output logic ready,                   
    output logic cs, mosi, sck);
	integer clk_div;
    integer sck_offset_cntr;
    logic sck_delayed_pulse;
    logic sck_offset_cntr_en;
	always_ff @(posedge clk)
	begin
        if (reset_n == 1'b0) begin
            sck_offset_cntr_en <= 1'b0;
            clk_div <= 32'h0;
            sck     <= 1'b0;
            sck_delayed_pulse     <= 1'b0;
            sck_offset_cntr <= 32'h0;
        end else if (clk_div == SPI_CLK_DOUBLE_DIV - 1) begin
            if (sck == 1'b0)  
                sck_offset_cntr_en <= 1'b1;
            clk_div  <= 32'h0;
            sck      <= ~sck;
        end else begin
            clk_div <= clk_div + 1;
        end
        if (sck_offset_cntr == SCK_OFFSET - 1) begin
            sck_delayed_pulse   <= 1'b1;
            sck_offset_cntr     <= 32'h0;
            sck_offset_cntr_en  <= 1'b0;
        end else if (sck_offset_cntr_en == 1'b1) begin
            sck_offset_cntr     <= sck_offset_cntr + 32'h1;
            sck_delayed_pulse   <= 1'b0;
        end else begin
            sck_delayed_pulse <= 1'b0;
	    end
    end
	logic shift_cntr_clr,
         shift_en,
         wiper_ld;
	integer shift_cntr;
    logic [7:0] data_reg;
    always_ff @(posedge clk) begin
        if (shift_cntr_clr) shift_cntr <= 32'h0;
        if (reset_n == 1'b0) begin
            data_reg[7:0] <= 8'b0000_0000;
            shift_cntr <= 32'h0;
        end else if (ready & valid) begin
            data_reg[7:0] <= val;
        end else if (shift_en) begin
            data_reg <= data_reg << 1;
            shift_cntr <= shift_cntr + 1;
        end
    end
    logic data_ready_ff;
    always_ff @(posedge clk)
        if (~reset_n) 
            data_ready_ff <= 1'b0;
        else if (ready & valid)
            data_ready_ff <= 1'b1;
        else if (data_ready_ff & ~cs)
            data_ready_ff <= 1'b0;
	assign mosi = data_reg[7];
    logic shift_done;
    assign shift_done = shift_cntr >= 7 ? 1'b1 : 1'b0;
    enum logic [1:0] {IDLE, SCK_WAIT, TXN0} state, nextState;
    always_ff @(posedge clk) begin
        if (reset_n == 1'b0)
            state <= IDLE;
        else
            state <= nextState;
    end
    always_comb begin
        nextState = state;
        cs = 1; 
        shift_cntr_clr = 0;
        shift_en = 0;
        ready = 0;
        case (state)
            IDLE: begin
                if (data_ready_ff) begin
                    nextState = SCK_WAIT;
                    ready = 0;
                end else begin
                    ready = 1;
                end
            end
            SCK_WAIT: begin
                if (sck_delayed_pulse) begin
                    nextState = TXN0;
                    cs = 0;
                    shift_cntr_clr = 1;
                end else begin
                    ready = 0;
                end
            end
            TXN0: begin
                if (sck_delayed_pulse && shift_done) begin
                    nextState = IDLE;
                end else if (sck_delayed_pulse & ~shift_done) begin
                    shift_en = 1'b1;
                    cs = 1'b0;
                end else begin
                    cs = 1'b0;
                end
            end
        endcase
    end
endmodule
module LTC6912_Driver_Wrapper
    #(parameter INPUT_DATA = 8'b0111_0111)
   (input wire reset_n, clk,
    output wire ready,
    output wire mosi, sck, cs,
    output reg high,
    output reg low);
    reg [7:0] val;
    reg valid;
    reg [1:0] state, nextState;
    always @(posedge clk) begin
        high <= 1'b1;
        low <= 1'b0;
        if (reset_n == 1'b0) state <= 2'b00;
        else state <= nextState;
    end
    always begin
        valid = 1'b0;
        val = INPUT_DATA;
        case (state)
            2'b00: begin
                if (ready == 1'b1) nextState = 2'b01;
                else nextState = 2'b00;
            end
            2'b01: begin
                valid = 1'b1;
                nextState = 2'b00;
            end
            2'b10: begin
                valid = 1'b0;
                nextState = 2'b10;
            end
        endcase
    end
    LTC6912_Driver driver(clk, reset_n, val, valid, ready, cs, mosi, sck);
endmodule
$ cat flow/run.sh
#!/bin/bash
# OpenROAD 26Q1-2900-gdf79404cd8, Yosys 0.63+post, stock flow scripts
make -C /OpenROAD-flow-scripts/flow DESIGN_CONFIG=/design/flow/config.mk WORK_HOME=/design/flow/orfs finish
==> impl_metrics.csv <==
group,metric,value,unit
status,status,"finished, final reports clean",
clocking,clk_pin_slew,0.05,ns
logic_synthesis,ys_cells,679,
sta,hold_violations,0,
finish,nFillCells,953,
clocking,post_cts_buffers,0,
detailed_routing,drtIter0Drc,365,
clocking,hold_buffers,0,
critical_path,rr_worst_depth,9,
critical_path,crit_fanout,9,
logic_synthesis,syn_area,5600,µm²
placed_design,gp_congestion,0.867,
sta,setup-tns-final,0,ns
critical_path,crit_required,3.12,ns
finish,mostFrequentLayoutCell,"dfxtp_1",
finish,final_area,6300,µm²
logic_synthesis,yosys_area,5600,µm²
critical_path,rrSetupSlack,1.40,ns
placed_design,dp_hpwl,8.32,mm
floorplanning,die-area,11600,µm²
min_path,hp-start,"driver.clk_div[0]$_SDFF_PP0_",
clocking,cts_inserted_buffers,17,
clocking,cts_buffer_depth,2,
critical_path,critPathKind,"register to output port",
logic_synthesis,syn_inst,679,
critical_path,cp.arrival,2.53,ns
finish,area_growth,12.4,%
pwr,vdd_drop_max,0.427,mV
detailed_routing,diodes,0,
sta,fin_worst_skew,0.00725,ns
pwr,cellPowerDensity,413,nW/µm²
clocking,h-tree-depth,4,
detailed_routing,firstDrtPassIters,5,
floorplanning,fp.dieW,108,µm
min_path,hold_depth,1,
logic_synthesis,ys_warn_count,2,
finish,reg_top3,"driver.clk_div x32, driver.sck_offset_cntr x32, driver.shift_cntr x32",
grt,antenna_found_initial,0,
floorplanning,ios,8,
grt,grt_use_total,0.240,
min_path,hold_path.class,"register to register",
logic_synthesis,ys.flop_type,"dfxtp_1",
finish,lay_top_cells,"dfxtp_1, nand2_1, nor2_1",
sta,fin_crit,3.31,ns
grt,grt_overflow,0,
floorplanning,core_area,10900,µm²
finish,final_layout_size_suffix_gt1_frac,0.0624,
critical_path,r2r-end,"driver.shift_cntr[30]$_SDFF_PN0_",
detailed_routing,wirelength,12.6,mm
detailed_routing,ant_nets,0,
floorplanning,num_rows,38,
sta,unclocked_pins,2,
sta,slew_viol_final,0,
grt,grt_max_degree,34,
sta,fin_crit_sh,0.849,
detailed_routing,viasPerCell,5.90,
critical_path,r2r-start,"state[1]$_SDFF_PN0_",
run,log.warning_count,27,
logic_synthesis,yosysUniqueCellTypes,53,
finish,comb_area,3100,µm²
floorplanning,fp_util,0.515,
clocking,clock.latency.late_pin,0.52,ns
floorplanning,die_y,108,µm
logic_synthesis,avgSynthCellArea,8.25,µm²
placed_design,port_buffers,5,
sta,relSlewSlack,0.464,
critical_path,start_kind,"register",
sta,tightest_slew,0.797,ns
logic_synthesis,ys.flops,115,
sta,timing.fmax,0.302,GHz
clocking,cts_tree,"built",
detailed_routing,dr_total_vias,4887,
min_path,hold_end,"driver.clk_div[0]$_SDFF_PP0_",
detailed_routing,route.detailed.wl_per_inst,15.1,µm
grt,grt_pass1_wl,21.7,mm
sta,rsz0062_at_grt,"no",
run,cap_viol_max_count,0,
detailed_routing,post-route-drc-count,0,
logic_synthesis,edf_count,0,
pwr,p_total,2.60,mW
grt,grt_pass1_vias,4528,
clocking,clockRootBuffer,"clkbuf_8",
logic_synthesis,synthArstFlopShare,0,
critical_path,endpoint_kind,"output port",
placed_design,place_area,5770,µm²
sta,untimed_endpoints,2,
finish,regArea,2290,µm²
sta,setup_violations,0,
pwr,cellLeakagePower,2.08,nW
clocking,cts_resized,0,
worst max-delay path: stages, from the launching register on:
cell             delay, ns
dfxtp_1               0.35
nor4_1                0.39
nand4_1               0.27
o21ba_2               0.33
a21oi_1               0.21
nor2_1                0.08
clkdlybuf4s50_1       0.39
metal layers:
metal / track usage / routed length [µm]
met2: 0.363 / 5700
met4: 0.0479 / 179
met3: 0.0463 / 584
met1: 0.369 / 6090
met5: 0 / 0
where the power goes:
part	internal, mW	switching, mW	total [mW]
logic	0.0178	0.0367	0.0544
clock network	0.881	0.491	1.37
registers	1.17	0.00744	1.17
total	2.06	0.535	2.60
through the flow:
step                      worst slack [ns]   util  hold WS [ns]  cells
after global routing                 0.390  0.578         0.495    829
after CTS                            0.591  0.578         0.464    829
final                                0.587  0.578         0.457    829
after global placement                1.18  0.530         0.438    799
after floorplan                       1.62      -         0.426    679
after detailed placement              1.17  0.530         0.452    799
worst max path at each step:
stage	startpoint	end	slack, ns
after CTS	driver.shift_cntr[26]$_SDFF_PN0_	cs	0.59
after global routing	driver.shift_cntr[26]$_SDFF_PN0_	cs	0.39
final	driver.shift_cntr[26]$_SDFF_PN0_	cs	0.59
synth_stat cells, drive strengths merged (8+ instances only):
cell,number,area [µm²]
dfxtp,113,2260
nand2,60,225
nor2,57,214
nand3,51,255
nand4,40,265
nor4,29,181
o21ai,29,145
clkbuf,26,97.6
nor3,26,130
inv,25,93.8
a21oi,24,120
xor2,21,184
mux2i,20,200
o211ai,17,128
o31ai,17,133
xnor2,15,131
and4,11,96.3
or4,11,86.3
and3,9,56.3
nand2b,8,50.1
logic make-up (layout without fill, tap and decap cells):
logic type,after synthesis,after routing,synth area share
adders and majority gates,6,6,0.0134
latches,2,2,0.00536
DFF,113,113,0.404
muxes,23,23,0.0417
xor gates and xnor gates,36,36,0.0563
other,2,2,0.00134
and+or+nand+nor,327,327,0.310
AOI/OAI and AO/OA,112,112,0.128
buffers and inverters,58,68,0.0406
cell type report:
class	instances	area share
multi-input cells	506	0.492
well taps	140	0.0278
flip-flops and latches	115	0.364
clock inverters	6	0.00914
clock buffers	24	0.0747
repair buffers	13	0.0175
inverters	25	0.0149
Power figures rest on the tool's default switching activity, not on a simulated workload.
